===== flow/run.sh =====
#!/bin/bash
# OpenROAD 26Q1-2900-gdf79404cd8, Yosys 0.63+post, stock flow scripts
make -C /OpenROAD-flow-scripts/flow DESIGN_CONFIG=/design/flow/config.mk WORK_HOME=/design/flow/orfs finish

===== flow/config.mk =====
export PLATFORM = sky130hd
export DESIGN_NAME = PC
export DESIGN_NICKNAME = PC
export VERILOG_FILES = /design/flow/design.v
export SDC_FILE = /design/flow/constraint.sdc
export NUM_CORES = 4
export LEC_CHECK = 1
export CORE_AREA = 10 10 70 70
export DIE_AREA = 0 0 80 80

===== flow/constraint.sdc =====
current_design PC

set clk_period 1.0
set clk_io_pct 0.2

create_clock -name clk0 -period $clk_period [get_ports {clk}]

set non_clock_inputs [all_inputs -no_clocks]
set_input_delay [expr $clk_period * $clk_io_pct] -clock clk0 $non_clock_inputs
set_output_delay [expr $clk_period * $clk_io_pct] -clock clk0 [all_outputs]

===== flow/design.v =====
`timescale 1ns/1ps
module PC(
    input logic clk,
    input logic progC,
    input logic [3:0] progP,
    input logic ABFlag,
    output logic [3:0] programCount,
    output logic cp
);
logic [3:0]counter = 0;
logic [3:0] programCountint = 0;
always_ff @(posedge clk) begin : blockName
    if(progC && ABFlag) begin
        programCountint <= progP;
        counter <= 0;
    end else begin
        if(counter == 4'hF)
            counter <= 0;
        else
            counter <= counter + 1;
    end
end
always_ff @(posedge counter[3]) begin
        if(programCountint<15) 
            programCountint <= programCountint + 1;
        else
            programCountint <= 0;
        end
assign cp = counter[3];
assign programCount = programCountint;
endmodule

==> flow_summary.yaml <==
# implementation run metrics
run_status:
  status: "aborted with a tool error"
  flow.stopped_at: "synthesis (1_2_yosys)"
  run.stop_error: "ERROR: Found 4 problems in 'check -assert'."
synth:
  yosysTopAreaCell: "sky130_fd_sc_hd__dfxtp_1"
  synth_chip_area_um2: 441.7
  postSynthSeqShare_pct: 63.46
  synthDominantCellAreaShare_pct: 36.26
  ys.flops: 12
  ys_cells: 34
  yosys.cell_types.count: 20
  ys_top_cells_by_area: "sky130_fd_sc_hd__dfxtp_1 (36%), sky130_fd_sc_hd__edfxtp_1 (27%), sky130_fd_sc_hd__ha_1 (5.7%)"
  yosys_warnings: 1
==> synth_stat cells <==
master                      count
sky130_fd_sc_hd__nand2_1        2
sky130_fd_sc_hd__xor2_1         1
sky130_fd_sc_hd__and3b_1        1
sky130_fd_sc_hd__nor2_1         1
sky130_fd_sc_hd__nand3_1        1
sky130_fd_sc_hd__and2_1         1
sky130_fd_sc_hd__a31oi_1        2
sky130_fd_sc_hd__a21o_1         1
sky130_fd_sc_hd__dfxtp_1        8
sky130_fd_sc_hd__o211a_1        1
sky130_fd_sc_hd__xnor2_1        1
sky130_fd_sc_hd__and2b_2        1
sky130_fd_sc_hd__nor3b_1        1
sky130_fd_sc_hd__inv_1          2
sky130_fd_sc_hd__a311o_1        1
sky130_fd_sc_hd__edfxtp_1       4
sky130_fd_sc_hd__and4b_1        1
sky130_fd_sc_hd__a2bb2oi_1      1
sky130_fd_sc_hd__ha_1           2
sky130_fd_sc_hd__a21oi_1        1
==> cells by family after synthesis <==
kind of cell	share of synthesized area, %
fa+ha+maj	5.665
flops	63.46
buf+inv	1.700
xor+xnor	3.967
simple gates	13.03
compound gates	12.18
