==> flow/design.v <==
`timescale 1ns/1ps
module ALU (
    input logic [3:0] sel,
    input logic [3:0] A,
    input logic [3:0] B,
    input logic M,
    input logic Cn,
    output logic [3:0] F,
    output logic ABFlag
);
    logic [3:0] Fin1, Fin2;
    always_comb begin
        Fin1 = 4'd0;
        Fin2 = 4'd0;
        if(M) begin
            case(sel)
                4'd0:Fin1 = ~A;
                4'd1:Fin1 = ~(A+B);
                4'd2:Fin1 = ~A & B;
                4'd3:Fin1 = 4'd0;
                4'd4:Fin1 = ~(A&B);
                4'd5:Fin1 = ~B;
                4'd6:Fin1 = A ^ B;
                4'd7:Fin1 = A & ~B;
                4'd8:Fin1 = ~A + B;
                4'd9:Fin1 = ~(A ^ B);
                4'd10:Fin1 = B;
                4'd11:Fin1 = A & B;
                4'd12:Fin1 = 4'd15;
                4'd13:Fin1 = (A + ~B);
                4'd14:Fin1 = A + B;
                4'd15:Fin1 = A;
                default: Fin1 = A;
            endcase
        end
        else begin
                case(sel)
                    4'd0:Fin2 = A;
                    4'd1:Fin2 = (A+B);
                    4'd2:Fin2 = A + ~B;
                    4'd3:Fin2 = 4'd15;
                    4'd4:Fin2 = A + (~A|B);
                    4'd5:Fin2 = (A+B) + (~A|B);
                    4'd6:Fin2 = (A-B)-1;
                    4'd7:Fin2 = (A&~B)-1;
                    4'd8:Fin2 = A + (A&B);
                    4'd9:Fin2 = (A + B);
                    4'd10:Fin2 = (A+ ~B) + (A&B);
                    4'd11:Fin2 = (A&B)-1;
                    4'd12:Fin2 = A + (A<<1);
                    4'd13:Fin2 = (A+B) + A;
                    4'd14:Fin2 = (A + ~B) + A;
                    4'd15:Fin2 = A-1;
                    default: Fin2 = A-1;
                endcase
                if(Cn) Fin1 = Fin2;
                else Fin1 = Fin2 + 1;
            end
        end
        assign F = Fin1;
        assign ABFlag = (Fin1[0] & Fin1[1] & Fin1[2] & Fin1[3]);
endmodule
==> flow/run.sh <==
#!/bin/bash
# OpenROAD 26Q1-2900-gdf79404cd8, Yosys 0.63+post, stock flow scripts
make -C /OpenROAD-flow-scripts/flow DESIGN_CONFIG=/design/flow/config.mk WORK_HOME=/design/flow/orfs finish
==> flow/config.mk <==
export PLATFORM = sky130hd
export DESIGN_NAME = ALU
export DESIGN_NICKNAME = ALU
export VERILOG_FILES = /design/flow/design.v
export SDC_FILE = /design/flow/constraint.sdc
export NUM_CORES = 4
export LEC_CHECK = 1
export CORE_UTILIZATION = 30
==> flow/constraint.sdc <==
current_design ALU

set clk_period 6.5
set clk_io_pct 0.2

create_clock -name clk0 -period $clk_period

set non_clock_inputs [all_inputs -no_clocks]
set_input_delay [expr $clk_period * $clk_io_pct] -clock clk0 $non_clock_inputs
set_output_delay [expr $clk_period * $clk_io_pct] -clock clk0 [all_outputs]
==> out/qor.yml <==
drive_gt1_share_pct: 24.5
top_cells_by_area: "ha_1, xnor2_1, fa_1"
hold_depth: 7
grt_max_degree: 33
die_w_um: 90.0
nClkBuffers: 0
hold_viol_final: 0
post-dp-hpwl_um: 6510
finalSetupViolCount: 0
via_per_inst: 5.63
fin_crit_sh_pct: 96.8
logic_family: "AND-OR/OR-AND gates"
fin_hold_ws_ns: 3.37
status: "finished, final reports clean"
place_area_um2: 2930
seq_area_um2: 0
ys_sh_aoi_pct: 31.6
first_pass_iters: 5
vdd_drop_max_mv: 0.0347
drt_iter0_drc: 257
die-area_um2: 8110
first_global_vias: 2490
drc: 0
path_max_fanout: 3
period_minus_slack_ns: 6.29
wl_met1_um: 3760
yosysTopAreaCell: "ha_1"
yosys_warnings: 1
design_area_um2: 2980
antenna_found_initial: 0
power_density_nw_per_um2: 109
core_um2: 7370
area_growth_pct: 28.3
place_inst: 464
pin_count: 19
top_cell_area_share_pct: 14.5
fp-row-count: 31
wl_met2_um: 3670
grt_first_pass_wirelength_um: 13400
syn_area_per_cell_um2: 7.43
ys_sh_mux_pct: 1.29
synth_xor_xnor_area_share_pct: 13.3
warnings: 43
simple_gate_share_pct: 22.9
grt_util_all_layers_pct: 20.7
ant_nets: 0
post_drt_wl_per_cell_um: 17.4
fmax_mhz: 159
yosysCellCount: 313
syn-cell-area_um2: 2320
vias: 2629
grt_setup_unrepaired: "no"
ys_top_cells_by_count: "ha_1, nand2_1, xnor2_1"
critPathArrivalTime_ns: 4.99
die_h_um: 90.0
min_to: "ABFlag"
wl_met3_um: 493
wl_um: 8110
crit_required_ns: 5.20
relSlewSlack_pct: 66.3
adder_share_pct: 20.6
initCoreUtil_pct: 31.5
instances_no_fill: 467
port_buffers: 19
n_antenna_cell: 0
yosys.cell_types.count: 68
cp-start-kind: "input pin"
worst_pin_slew_ns: 0.499
fillers: 763
comb_area_um2: 2120
leakage_uw: 0.00126
routed.top_layer: "met4"
grt-ovfl-total: 0
place_congestion: 0.955
cp-end-kind: "output port"
hold_path_class: "input pin to output port"
yosys_area_um2: 2320
flops: 0
synth_cells: 313
drv_cap: 0
maxSlewViolCount: 0
ys_seq_share_pct: 0
crit_type: "input pin to output port"
min-delay-start: "A[0]"
[area by class of cell]
cell class	count	share of cell area, %
multi-input combinational	263	71.2
timing repair buffer	80	21.5
tap	99	4.15
inverter	25	3.15
[metrics by stage]
| step | util, % | total power (uW) | TNS, ns | worst slack (ns) |
|---|---|---|---|---|
| finish | 40.5 | 325 | 0 | 0.210 |
| global route | 40.5 | 356 | 0 | 0.0509 |
| CTS | 39.9 | 311 | 0 | 0.00207 |
| detailed placement | 39.8 | 309 | -1.02 | -0.430 |
| global placement | 39.8 | 309 | -0.868 | -0.381 |
| floorplan | - | 198 | 0 | 0.599 |
[routing by layer]
metal	up-vias	GRT usage, %
met5	-	0
met4	0	3.90
met3	16	1.03
met2	133	32.8
met1	1219	31.5
li1	1261	-
[critical path, cell delays in order]
cell	delay, ns
dlygate4sd2_1	0.36
fa_1	0.49
ha_1	0.33
a31oi_1	0.18
nor3_1	0.06
a211o_1	0.28
fa_2	0.57
nor2_1	0.04
a211o_1	0.26
buf_4	0.14
buf_4	0.13
nand3_2	0.07
nor2_2	0.05
xnor2_2	0.14
a21oi_1	0.13
clkdlybuf4s50_1	0.47
[kinds of logic (layout without fill, tap and decap cells)]
kind of cell / count (synthesis) / count (layout)
AOI/OAI and AO/OA: 97 / 97
and+or+nand+nor: 96 / 96
buffers and inverters: 50 / 105
adders and majority gates: 34 / 34
xor gates and xnor gates: 33 / 33
muxes: 3 / 3
[power breakdown]
group	switching, uW	internal, uW	leakage, uW
registers	0	0	0
clock network	0	0	0
logic	166	159	0.00126
total	166	159	0.00126
[how the worst max path moves through the flow]
stage | slack (ns) | cells after the start | start | endpoint
global route | 0.05 | 16 | B[1] | F[3]
CTS | 0.002 | 17 | B[0] | F[2]
finish | 0.21 | 16 | B[1] | F[3]
[cell usage in the layout, fill, tap and decap left out, types with 6 or more instances in the layout]
master and count:
buf_4 59, nand2_1 27, ha_1 25, xnor2_1 24
inv_1 21, a21oi_1 17, clkdlybuf4s50_1 13, nand3_1 12
nor2_1 12, a31oi_1 10, o22ai_1 8, nor3_1 8
nor2b_1 8, o21ai_0 8, xor2_1 6, a32oi_1 6
fa_1 6
[what timing repair did]
item / 4_1_cts / 5_1_grt
endpoints found under the setup margin: 4 / 4
gates resized: 10 / 16
buffers inserted: 2 / 2
hold buffers: 0 / 0
pin swaps: 7 / 12
Power and IR drop assume default switching activity.
