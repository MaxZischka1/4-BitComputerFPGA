`flow/config.mk`:
```
export PLATFORM = sky130hd
export DESIGN_NAME = ControlROM
export DESIGN_NICKNAME = ControlROM
export VERILOG_FILES = /design/flow/design.v
export SDC_FILE = /design/flow/constraint.sdc
export NUM_CORES = 4
export LEC_CHECK = 1
export CORE_AREA = 10 10 70 70
export DIE_AREA = 0 0 80 80
```
`flow/constraint.sdc`:
```
current_design ControlROM

set clk_period 1.0
set clk_io_pct 0.2

create_clock -name clk0 -period $clk_period

set non_clock_inputs [all_inputs -no_clocks]
set_input_delay [expr $clk_period * $clk_io_pct] -clock clk0 $non_clock_inputs
set_output_delay [expr $clk_period * $clk_io_pct] -clock clk0 [all_outputs]
```
`flow/design.v`:
```
`timescale 1ns/1ps
module ControlROM (
    input logic [3:0] addr,
    output logic [9:0] prog
);
logic [7:0] progInt;
always_comb begin : progBlock
    case(addr)
        4'd0: progInt = 8'b10101010;
        4'd1: progInt = 8'b10101010;
        4'd2: progInt = 8'b10010010;
        4'd3: progInt = 8'b10010010;
        4'd4: progInt = 8'b01100010;
        4'd5: progInt = 8'b01100010;
        4'd6: progInt = 8'b10101100;
        4'd7: progInt = 8'b10101100;
        4'd8: progInt = 8'b10101110;
        4'd9: progInt = 8'b10101110;
        4'd12: progInt = 8'b01011111;
        4'd13: progInt = 8'b00001111;
        4'd14: progInt = 8'b11001111;
        4'd15: progInt = 8'b11001111;
        default: progInt = 8'd0;
    endcase
end 
assign prog[7:0] = progInt;
assign prog[8] = progInt[4];
assign prog[9] = addr[0];
endmodule
```
`flow/run.sh`:
```
#!/bin/bash
# OpenROAD 26Q1-2900-gdf79404cd8, Yosys 0.63+post, stock flow scripts
make -C /OpenROAD-flow-scripts/flow DESIGN_CONFIG=/design/flow/config.mk WORK_HOME=/design/flow/orfs finish
```
==> ci_impl_report.md <==
### Flow metrics

| Metric | Value |
|---|---|
| Post-Synthesis Cell Area | `199 sq um` |
| Simple-Gate Area Share | `0.107` |
| Dpl ws | `-0.954 ns` |
| Class of the worst hold path | `in -> out` |
| Total Routing Usage GR | `0.0238` |
| First-pass iteration count of the detailed router | `2` |
| First-iteration detailed-routing DRC count | `2` |
| Core area | `0.00342 sq mm` |
| Clock network fraction of design power | `0` |
| Internal | `0.000104 W` |
| Launching element type of the critical path | `input pin` |
| Type of element capturing the critical path | `output port` |
| Cell Chain, Critical Path | `buf_8 -> buf_6 -> o32ai_2 -> buf_2` |
| Most common library cells after synthesis | `6 x sky130_fd_sc_hd__inv_1, 5 x sky130_fd_sc_hd__ha_1, 2 x sky130_fd_sc_hd__buf_4, 2 x sky130_fd_sc_hd__mux2i_1` |
| Starting utilization of the core area | `0.0582` |
| Cell type with the largest total area | `sky130_fd_sc_hd__ha_1` |
| Total length of routed met2 wires | `524 microns` |
| Post-route minimum period | `1.04 ns` |
| Data arrival at the endpoint of the critical path | `0.84 ns` |
| Weighted congestion at the end of routability-driven global placement | `0.815` |
| Outcome | `finished with violations` |
| Final count of hold timing violations | `0` |
| Worst path max stage delay | `0.25 ns` |
| Number of antenna violations at the first check in global routing | `0` |
| Number of clock buffers in the layout | `0` |
| Largest type area fraction | `0.314` |
| Combinational share of power | `1.000` |
| Highest layer used for signal routing | `met3` |
| Fraction of layout instances using a drive strength above 1 | `0.795` |
| Die extent in x | `80 microns` |
| Violated checks | `setup timing` |
| FA/HA/MAJ Cells, Area Fraction | `0.314` |
| Power per unit of standard cell area | `344 mW/mm^2` |
| Max-slew headroom at the worst pin | `0.860` |
| Die footprint | `0.00640 sq mm` |
| Critical Path Fanout Max | `5` |
| Post-synthesis compound-gate area fraction | `0.176` |
| Final HPWL from detailed placement | `662 microns` |
| Wire length of the first global-routing pass | `1.23 mm` |
| Cells after Synth | `24` |
| Total Wirelength | `801 microns` |
| Routed length on met1 | `247 microns` |
| Final setup fails | `6` |
| Leakage power of the design | `0.222 nW` |
| Final Max Tran Viols | `0` |
| Yosys Instances | `24` |
| Vias in the first global route | `235` |
| Post-synth area from yosys stat | `199 sq um` |
| Number of primary I/O pins | `14` |
| Net switching power | `0.0000703 W` |
| Synthesized area divided by synthesized cell count | `8.29 sq um` |
| Setup repair after global routing missed its margin | `true` |
| Tcrit/Tclk final | `1.04` |
| Worst hold slack after final layout | `0.671 ns` |
| Total design power | `0.000175 W` |
| Highest clock frequency the design can meet | `0.960 GHz` |
| Number of max-cap violations | `0` |
| Switching share of total power | `0.403` |
| Detailed-route wire length per cell | `8.90 microns` |
| Routed vias | `212` |
| OpenROAD warning count | `38` |
| Multiplexer area fraction after synthesis | `0.157` |
| Data required time at the worst endpoint | `0.80 ns` |
| Share of the synthesized netlist area taken by xor and xnor gates | `0` |
| Ant diodes | `0` |
| ANT nets after route | `0` |
| Cell Type Count | `13` |
| Master of the slowest instance on the critical path | `sky130_fd_sc_hd__o32ai_2` |
| Top comb family, area | `adder cells` |
| Hold bufs inserted after CTS | `0` |
| Number of rows in the core area | `21` |
| Layout area overhead | `155%` |
| Met3 WL post-DR | `29 microns` |
| Slew at the pin closest to its max-slew limit | `0.210 ns` |
| Setup slack of the critical path after layout | `-0.0416 ns` |
| Top-count cell post-synth | `sky130_fd_sc_hd__inv_1` |
| Number of sequential cells | `0` |
| Total of warnings raised by yosys | `1` |
| Overflow left after global routing | `0` |
| Peak supply drop | `0.0643 mV` |
| Reg area | `0 sq um` |
| Area contributors post-synth | `sky130_fd_sc_hd__ha_1 31%, sky130_fd_sc_hd__inv_1 11%, sky130_fd_sc_hd__mux2i_1 10%` |
| Maximum number of pins on one net before global-route repair | `7` |
| Setup CP Type | `in -> out` |
| Post-synth seq share | `0` |
| Remaining DRCs | `0` |
| Avg Vias per Cell | `2.36` |
| Sequential fraction of design power | `0` |
| Input/output buffers | `14` |
| Height of the chip | `80 microns` |
==> metrics by stage <==
stage          utilization  setup TNS [ns]  std cells  area [sq um]
6_report             0.149          -0.197         90           508
3_3_place_gp         0.122           -8.18         87           415
4_1_cts              0.141          -0.244         89           483
2_1_floorplan            -               0         24           199
5_1_grt              0.149          -0.533         90           508
3_5_place_dp         0.122           -8.38         87           415
==> power by group through the flow <==
stage,clock network (W),registers [W],logic (W)
after CTS,0,0,0.000168
after global routing,0,0,0.000192
final,0,0,0.000175
==> final cells by class <==
cell class                      instances  area, sq um
Fill cell                             386         2910
Inverter                                6         30.0
Timing Repair Buffer                   23          198
Multi-Input combinational cell         15          223
Tap cell                               46         57.6
==> cell families after synthesis <==
logic type	after synthesis
buffers and inverters	9
multiplexers	3
AND/OR/NAND/NOR	3
adder cells (fa/ha/maj)	5
AND-OR/OR-AND	4
==> layout by cell type (no fill, tap or decap) <==
master	n
sky130_fd_sc_hd__nor2b_1	1
sky130_fd_sc_hd__o32ai_2	1
sky130_fd_sc_hd__inv_1	2
sky130_fd_sc_hd__inv_2	2
sky130_fd_sc_hd__ha_4	5
sky130_fd_sc_hd__mux2_2	1
sky130_fd_sc_hd__buf_2	9
sky130_fd_sc_hd__buf_4	4
sky130_fd_sc_hd__clkdlybuf4s15_1	1
sky130_fd_sc_hd__mux2i_1	2
sky130_fd_sc_hd__nand2_1	1
sky130_fd_sc_hd__o21ai_1	1
sky130_fd_sc_hd__buf_6	6
sky130_fd_sc_hd__o22ai_2	1
sky130_fd_sc_hd__buf_12	1
sky130_fd_sc_hd__a21boi_2	1
sky130_fd_sc_hd__nand2_4	1
sky130_fd_sc_hd__inv_4	1
sky130_fd_sc_hd__inv_6	1
sky130_fd_sc_hd__buf_8	1
sky130_fd_sc_hd__clkdlybuf4s50_1	1
==> critical path, delay by kind of cell <==
family / cells / cell delay (ns)
buffers and inverters: 3 / 0.39
AOI/OAI and AO/OA: 1 / 0.25
==> metal layers <==
layer / track usage / vias to the layer above
li1: - / 116
met2: 0.0554 / 1
met4: 0 / 0
met5: 0 / -
met3: 0.00455 / 0
met1: 0.0198 / 95
==> repair_timing <==
action | 4_1_cts | 5_1_grt
setup endpoints to repair | 10 | 9
buffers inserted | 2 | 1
pin swaps | 6 | 3
gates resized | 74 | 4
cloned | 0 | 0
==> path summary, 6_finish.rpt <==
path | startpoint | end | slack [ns] | depth (start not counted)
max | addr[1] | prog[4] | -0.04 | 4
min | addr[3] | prog[3] | 0.67 | 3
Power and IR drop assume default switching activity.
